`design.v`:
```
module baudRateGenerator #(
    parameter 
        CLOCK_RATE = 25000000,   
        BAUD_RATE = 115200,      
        RX_OVERSAMPLE = 16)(     
    input clk,
    input reset_n,
    output reg o_Rx_ClkTick,
    output reg o_Tx_ClkTick
    );
    localparam 
        TX_CNT = CLOCK_RATE / (2*BAUD_RATE),                 
        RX_CNT = CLOCK_RATE / (2*BAUD_RATE*RX_OVERSAMPLE),   
        TX_CNT_WIDTH = $clog2(TX_CNT),                       
        RX_CNT_WIDTH = $clog2(RX_CNT);                       
    reg[TX_CNT_WIDTH - 1 : 0] r_Tx_Counter;                  
    reg[RX_CNT_WIDTH - 1 : 0] r_Rx_Counter;                  
    always @(posedge clk or negedge reset_n) begin
        if(!reset_n) begin
            o_Rx_ClkTick <= 1'b0;
            r_Rx_Counter <= 0;
        end
        else if(r_Rx_Counter == RX_CNT - 1) begin
            o_Rx_ClkTick <= ~o_Rx_ClkTick;
            r_Rx_Counter <= 0;
        end
        else begin
            r_Rx_Counter <= r_Rx_Counter + 1;
        end
    end
    always @(posedge clk or negedge reset_n) begin
        if(!reset_n) begin
            o_Tx_ClkTick <= 1'b0;
            r_Tx_Counter <= 0;
        end
        else if(r_Tx_Counter == TX_CNT - 1) begin
            o_Tx_ClkTick <= ~o_Tx_ClkTick;
            r_Tx_Counter <= 0;
        end
        else begin
            r_Tx_Counter <= r_Tx_Counter + 1;
        end
    end
endmodule
    module uart_tx_controller(
    input clk,
    input reset_n,
    input [7:0] i_Tx_Byte,
    input i_Tx_Ready,
    output o_Tx_Done,
    output o_Tx_Active,          
    output o_Tx_Data
    );
    localparam 
        UART_TX_IDLE = 3'b000,
        UART_TX_START = 3'b001,
        UART_TX_DATA =  3'b010,
        UART_TX_STOP = 3'b011;
    reg [2:0] r_Bit_Index;       
    reg r_Tx_Done;               
    reg r_Tx_Data;               
    reg [2:0] r_State;           
    reg r_Tx_Active;             
    assign o_Tx_Done = r_Tx_Done;
    assign o_Tx_Data = r_Tx_Data;
    assign o_Tx_Active = r_Tx_Active;
    always @(posedge clk or negedge reset_n) begin
        if(~reset_n) begin
            r_State <= UART_TX_IDLE;          
            r_Bit_Index <= 0;
            r_Tx_Done <= 1'b0;
            r_Tx_Data <= 1'b1;  
            r_Tx_Active <= 1'b0;
        end
        else begin
            case(r_State)
                UART_TX_IDLE: begin       
                    r_Bit_Index <= 0;
                    r_Tx_Done <= 1'b0;
                    r_Tx_Data <= 1'b1;
                    if(i_Tx_Ready == 1'b1) begin
                        r_State <= UART_TX_START;
                        r_Tx_Active <= 1'b1;
                    end
                    else begin
                        r_State <= UART_TX_IDLE;
                    end
                end
                UART_TX_START: begin
                    r_Tx_Data <= 1'b0;           
                    r_State <= UART_TX_DATA;    
                end          
                UART_TX_DATA: begin
                    r_Tx_Data <= i_Tx_Byte[r_Bit_Index]; 
                    if(r_Bit_Index < 7 ) begin
                        r_Bit_Index <= r_Bit_Index + 1;
                        r_State <= UART_TX_DATA;
                    end
                    else begin
                        r_Bit_Index <= 0;
                        r_State <= UART_TX_STOP;
                    end
                end        
                UART_TX_STOP: begin          
                    r_State <= UART_TX_IDLE;            
                    r_Tx_Done <= 1'b1;
                    r_Tx_Active <= 1'b0;
                    r_Tx_Data <= 1'b1;
                end
                default: r_State <= UART_TX_IDLE;
            endcase
        end
    end
endmodule
    module uart_rx_controller #(parameter RX_OVERSAMPLE = 0)(
    input clk,
    input reset_n,
    input i_Rx_Data,
    output o_Rx_Done,           
    output [7:0] o_Rx_Byte
    );
    localparam 
        UART_RX_IDLE = 3'b000,
        UART_RX_START = 3'b001,
        UART_RX_DATA =  3'b010,
        UART_RX_STOP = 3'b011;
    reg [7:0] r_Rx_Data;         
    reg [2:0] r_Bit_Index;       
    reg [4:0] r_Clk_Count;       
    reg r_Rx_Done;               
    reg [2:0] r_State;           
    assign o_Rx_Done = r_Rx_Done;
    assign o_Rx_Byte = r_Rx_Done ? r_Rx_Data : 8'h00;
    always @(posedge clk or negedge reset_n) begin
        if(~reset_n) begin
            r_State <= UART_RX_IDLE;
            r_Bit_Index <= 0;
            r_Clk_Count <= 0;
            r_Rx_Done <= 1'b0;
            r_Rx_Data <= 8'b00;
        end
        else begin
            case(r_State)
                UART_RX_IDLE: begin
                    r_Bit_Index <= 0;
                    r_Clk_Count <= 0;
                    r_Rx_Done <= 1'b0;
                    if(i_Rx_Data == 1'b0) begin
                        r_State <= UART_RX_START;
                    end
                    else begin
                        r_State <= UART_RX_IDLE;
                    end
                end
                UART_RX_START: begin
                    if(r_Clk_Count == (RX_OVERSAMPLE/2)) begin     
                        if(i_Rx_Data == 1'b0) begin              
                            r_State <= UART_RX_DATA;
                            r_Clk_Count <= 0;
                        end
                        else begin
                            r_State <= UART_RX_IDLE;
                        end
                    end
                    else begin
                        r_State <= UART_RX_START;
                        r_Clk_Count <= r_Clk_Count + 1;
                    end
                end
                UART_RX_DATA: begin
                    if(r_Clk_Count < (RX_OVERSAMPLE)) begin
                        r_State <= UART_RX_DATA;
                        r_Clk_Count <= r_Clk_Count + 1;
                    end
                    else begin
                        r_Rx_Data[r_Bit_Index] <= i_Rx_Data;
                        r_Clk_Count <= 0;
                        if(r_Bit_Index < 7) begin
                            r_Bit_Index <= r_Bit_Index + 1;
                            r_State <= UART_RX_DATA;
                        end
                        else begin
                            r_Bit_Index <= 0;
                            r_State <= UART_RX_STOP;
                        end
                    end
                end
                UART_RX_STOP: begin
                    if(r_Clk_Count < (RX_OVERSAMPLE)) begin
                        r_State <= UART_RX_STOP;
                        r_Clk_Count = r_Clk_Count + 1;
                    end
                    else begin
                        r_State <= UART_RX_IDLE;
                        r_Clk_Count <= 0;
                        r_Rx_Done <= 1'b1;
                    end
                end
                default: r_State <= UART_RX_IDLE;
            endcase
        end
    end
endmodule
module uart_controller #(
    parameter CLOCK_RATE = 25000000,
    parameter BAUD_RATE = 115200,
    parameter RX_OVERSAMPLE = 16)(
    input clk,
    input reset_n,
    input [7:0] i_Tx_Byte,      
    input i_Tx_Ready,           
    output o_Rx_Done,           
    output [7:0] o_Rx_Byte      
    );
    wire  
        w_Rx_ClkTick,        
        w_Tx_ClkTick,        
        w_Tx_Data_to_Rx;     
    baudRateGenerator #(CLOCK_RATE, BAUD_RATE, RX_OVERSAMPLE) xbaudRateGenerator(
        .clk (clk), 
        .reset_n (reset_n), 
        .o_Rx_ClkTick (w_Rx_ClkTick), 
        .o_Tx_ClkTick (w_Tx_ClkTick)
    );
    uart_tx_controller xUART_TX(
        .clk (w_Tx_ClkTick), 
        .reset_n (reset_n), 
        .i_Tx_Byte (i_Tx_Byte), 
        .i_Tx_Ready (i_Tx_Ready), 
        .o_Tx_Done (),               
        .o_Tx_Active (),             
        .o_Tx_Data (w_Tx_Data_to_Rx)
    );
    uart_rx_controller #(RX_OVERSAMPLE) xUART_RX(
        .clk (w_Rx_ClkTick), 
        .reset_n (reset_n), 
        .i_Rx_Data (w_Tx_Data_to_Rx), 
        .o_Rx_Done (o_Rx_Done), 
        .o_Rx_Byte (o_Rx_Byte)
    );
endmodule
```
`run.sh`:
```
#!/bin/bash
# OpenROAD 26Q1-2900-gdf79404cd8, Yosys 0.63+post, stock flow scripts
make -C /OpenROAD-flow-scripts/flow DESIGN_CONFIG=/design/flow/config.mk WORK_HOME=/design/flow/orfs finish
```
`config.mk`:
```
export PLATFORM = sky130hd
export DESIGN_NAME = uart_controller
export DESIGN_NICKNAME = uart_controller
export VERILOG_FILES = /design/flow/design.v
export SDC_FILE = /design/flow/constraint.sdc
export NUM_CORES = 4
export LEC_CHECK = 1
export CORE_UTILIZATION = 50
```
`constraint.sdc`:
```
current_design uart_controller

set clk_period 1.7
set clk_io_pct 0.2

create_clock -name clk0 -period $clk_period [get_ports {clk}]

set non_clock_inputs [all_inputs -no_clocks]
set_input_delay [expr $clk_period * $clk_io_pct] -clock clk0 $non_clock_inputs
set_output_delay [expr $clk_period * $clk_io_pct] -clock clk0 [all_outputs]
```
==> out/metrics.yaml <==
global_route:
  grt_max_degree: 30
  antenna_found_initial: 0
  grt_pass1_vias: 1404
  grt_first_pass_wirelength_um: 5796
  grt_usage_pct: 17.50
  grt-ovfl-total: 0
worst_setup_path:
  crit_family: "flip-flops"
  endpoint_kind: "register"
  cp.required_ns: 1.86
  path_cells: "ha_1, nand3_1, nor3b_1, buf_4, xor2_1"
  critical_path.max_stage_delay_ns: 0.36
  arrival_ns: 1.44
  rrSetupSlack_ns: 0.42
  critPathLaunchType: "register"
  crit_fanout: 5
  reg2reg_depth: 5
  reg2reg_to: "xbaudRateGenerator.o_Tx_ClkTick$_DFFE_PN0N_"
  reg2reg_from: "xbaudRateGenerator.r_Tx_Counter[0]$_DFF_PN0_"
  crit_type: "reg2reg"
  cp_slowest_cell: "dfrtp_1"
  path_buffers: 1
finish:
  final_layout_size_suffix_gt1_share_pct: 6.977
  lay_top_count: "dfrtp_1"
  stdcell_area_sq_um: 2302
  final_util_pct: 61.05
  layout.cells.non_filler: 263
  lay_top_cells: "38 x dfrtp_1, 23 x o21ai_0, 18 x clkdlybuf4s50_1"
  area_delta_synth_final_pct: 13.65
cts:
  cts_tree: "built"
  worstSkewPairLatency_ns: 0.23
  holdBufCountCts: 0
  cts_buffer_depth: 2
  clkSlewWorstSetupHoldPaths_ns: 0.05
  cts_buffers: 3
  cts_setup_buffers: 0
  cts_resized: 0
  h-tree-depth: 1
  root_buffer: "clkbuf_8"
yosys:
  yosys_warnings: 3
  yosys.area.top_type: "dfrtp_1"
  synth_cell_types: 46
  synth_top_flop_cell: "dfrtp_1"
  synth_cells: 196
  ys_chip_area_sq_um: 2026
  ys_seq_share_pct: 50.83
  edf_count: 0
  top_area_share_pct: 46.94
  topCellsByArea: "dfrtp_1 47%, o21ai_0 5.7%, ha_1 4.9%, dfstp_2 3.9%, and2_1 2.8%"
  ys.flops: 41
  synth_area_per_cell_sq_um: 10.34
  async_reset_ff_share_pct: 100.0
  ys_cells: 196
  syn_area_sq_um: 2026
placement:
  portBuffers: 19
  place_congestion: 0.8432
  post-place-cells: 260
  pre_cts_ws_ns: 0.4299
  dp_hpwl_um: 2507
  placed_area_sq_um: 2261
floorplan:
  die_w_um: 65.65
  rows: 22
  die_h_um: 65.65
  dieArea_sq_um: 4310
  io_pins: 20
  core_area_sq_um: 3771
  initial_core_util_pct: 53.72
routing:
  antenna_cells: 0
  vias: 1452
  first_pass_iters: 4
  drt_wl_total_um: 3254
  drc_errors: 0
  drt_iter0_drc: 86
  routed_via_density: 5.521
  antenna_left: 0
  drt-wirelength-per-cell_um: 12.37
power:
  power_leakage_nw: 1.003
  cellPowerDensity_nw_per_um2: 249.4
  ir_drop_uv: 514.3
  totalPowerFinal_mw: 0.5742
status:
  outcome: "finished, final reports clean"
final_timing:
  rsz0062_at_grt: "false"
  report.final.slew_viol_count: 0
  relSlewSlack_pct: 59.61
  fin_skew_ns: 0.002834
  tightest_slew_ns: 0.6059
  untimed_endpoints: 38
  final-hold-violation-count: 0
  period_used_pct: 75.41
  unclocked_pins: 29
  max_freq_ghz: 0.7801
  tns_ns: 0
  hold_ws_ns: 0.1225
  finalCriticalPeriod_ns: 1.282
  finalSetupViolations: 0
  setup_ws_ns: 0.4181
worst_hold_path:
  hp-class: "in2async"
run:
  maxCapViolations: 0
  warnings: 29
## cells in the mapped netlist, types with 2 or more instances
master and instances:
and2_1 9, a21o_1 4, o22ai_1 3, o311ai_0 2, mux2_2 2, dfstp_2 3, a21oi_1 6, dfrtp_1 38
nand3b_1 2, nor2_1 10, o21ai_0 23, xor2_1 2, nand2_1 13, ha_1 8, nor3b_1 2, mux2i_1 3
and3_1 2, nor2b_1 3, xnor2_1 5, nand3_1 11, buf_2 2, o31ai_1 3, inv_1 15, clkbuf_1 2
a32o_1 2
## area by class of cell
cell class,instances,area (sq um)
Fill cell,292,1469
Sequential cell,41,1030
Multi-Input combinational cell,134,907.1
Timing Repair Buffer,22,207.7
Tap cell,48,60.06
Inverter,15,56.30
Clock buffer,3,41.29
## sequential cells by signal, indices dropped and copies added, names as in the netlist, 3 cells and up
register,flops
xbaudRateGenerator.r_Tx_Counter,7
xUART_RX.r_State,4
xbaudRateGenerator.r_Rx_Counter,3
xUART_RX.r_Clk_Count,5
xUART_RX.r_Rx_Data,8
xUART_TX.r_State,4
xUART_TX.r_Bit_Index,3
xUART_RX.r_Bit_Index,3
## per-layer routing
| layer | GRT usage [%] | up-vias | routed length, um |
|---|---|---|---|
| li1 | - | 733 | - |
| met1 | 28.39 | 690 | 1630 |
| met2 | 28.44 | 25 | 1525 |
| met3 | 0.3521 | 4 | 69 |
| met4 | 2.717 | 0 | 28 |
| met5 | 0 | - | 0 |
## power by group
group	switching, mW	leakage [nW]	internal, mW
combinational	0.0217	0.429	0.0231
sequential	0	0.552	0.286
clock	0.0882	0.0216	0.155
total	0.110	1.00	0.464
## how the worst max path moves through the flow
| stage | to | from | depth (start not counted) |
|---|---|---|---|
| finish | xbaudRateGenerator.o_Tx_ClkTick$_DFFE_PN0N_ | xbaudRateGenerator.r_Tx_Counter[0]$_DFF_PN0_ | 5 |
| global route | xbaudRateGenerator.o_Tx_ClkTick$_DFFE_PN0N_ | xbaudRateGenerator.r_Tx_Counter[0]$_DFF_PN0_ | 5 |
| CTS | xbaudRateGenerator.o_Tx_ClkTick$_DFFE_PN0N_ | xbaudRateGenerator.r_Tx_Counter[0]$_DFF_PN0_ | 5 |
## logic make-up after synthesis
| family | count (synthesis) | synth area share, % |
|---|---|---|
| and+or+nand+nor | 62 | 17.17 |
| DFF | 41 | 50.83 |
| muxes | 7 | 4.262 |
| adders and majority gates | 8 | 4.942 |
| AOI/OAI and AO/OA | 50 | 15.38 |
| xor gates and xnor gates | 7 | 3.027 |
| buffers and inverters | 21 | 4.385 |
No activity file was given, so power comes from the tool's default toggle rates.
